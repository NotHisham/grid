===== /design/flow/config.mk =====
export PLATFORM = sky130hd
export DESIGN_NAME = Top_Authentication_System_for_ZCU104
export DESIGN_NICKNAME = Top_Authentication_System_for_ZCU104
export VERILOG_FILES = /design/flow/design.v
export SDC_FILE = /design/flow/constraint.sdc
export NUM_CORES = 4
export LEC_CHECK = 1
export CORE_UTILIZATION = 30

===== /design/flow/constraint.sdc =====
current_design Top_Authentication_System_for_ZCU104

set clk_period 2.7
set clk_io_pct 0.2

create_clock -name clk0 -period $clk_period [get_ports {clk}]

set non_clock_inputs [all_inputs -no_clocks]
set_input_delay [expr $clk_period * $clk_io_pct] -clock clk0 $non_clock_inputs
set_output_delay [expr $clk_period * $clk_io_pct] -clock clk0 [all_outputs]

===== /design/flow/design.v =====
module Top_Authentication_System_for_ZCU104 (
    input  wire clk,
    input  wire rst,
    input  wire start_registration_ev,
    input  wire start_registration_cs,
    input  wire start_authentication,
    output wire ev_reg_status,
    output wire cs_reg_status,
    output wire ev_auth_status,
    output wire cs_auth_status,
    output wire mutual_auth_status,
    output wire auth_process_active
);
    localparam [63:0] USP_ID_J = 64'hDDDDDDDDDDDDDDDD;
    localparam [63:0] USP_PUB_KEY_J = 64'hF0F0F0F0F0F0F0F0;
    localparam [63:0] COMMON_KEY_USP = 64'h1A2B3C4D5E6F7A8B;
    localparam TIMEOUT_CYCLES = 24'd25_000_000;  
    wire [63:0] ev_psidev_reg;
    wire [63:0] ev_rs_reg;
    wire [63:0] ev_pub_key_reg;
    wire [63:0] ev_prv_key_reg;
    wire        ev_registration_complete;
    wire        ev_registration_failed;
    wire [63:0] cs_id_reg;
    wire [63:0] cs_pub_key_reg;
    wire [63:0] cs_prv_key_reg;
    wire        cs_registration_complete;
    wire        cs_registration_failed;
    wire [447:0] ev_to_cs_msg;
    wire         ev_to_cs_valid;
    wire [447:0] cs_to_ev_msg;
    wire         cs_to_ev_valid;
    wire ev_mutual_complete;
    wire cs_mutual_complete;
    reg [447:0] ev_to_cs_msg_pipe;
    reg         ev_to_cs_valid_pipe;
    reg [447:0] cs_to_ev_msg_pipe;
    reg         cs_to_ev_valid_pipe;
    reg [23:0]  auth_timeout_counter;
    reg         auth_in_progress;
    always @(posedge clk or posedge rst) begin
        if (rst) begin
            ev_to_cs_msg_pipe <= 0;
            ev_to_cs_valid_pipe <= 0;
            cs_to_ev_msg_pipe <= 0;
            cs_to_ev_valid_pipe <= 0;
        end else begin
            ev_to_cs_msg_pipe <= ev_to_cs_msg;
            ev_to_cs_valid_pipe <= ev_to_cs_valid;
            cs_to_ev_msg_pipe <= cs_to_ev_msg;
            cs_to_ev_valid_pipe <= cs_to_ev_valid;
        end
    end
    always @(posedge clk or posedge rst) begin
        if (rst) begin
            auth_timeout_counter <= 0;
            auth_in_progress <= 0;
        end else begin
            if (start_authentication && !auth_in_progress) begin
                auth_timeout_counter <= 0;
                auth_in_progress <= 1;
            end else if (auth_in_progress) begin
                if (mutual_auth_status) begin
                    auth_in_progress <= 0;  
                end else if (auth_timeout_counter < TIMEOUT_CYCLES) begin
                    auth_timeout_counter <= auth_timeout_counter + 1;
                end else begin
                    auth_in_progress <= 0;  
                end
            end
        end
    end
    EV_USP_Registration ev_usp_reg_inst (
        .clk(clk),
        .rst(rst),
        .start_registration(start_registration_ev),
        .ev_raw_id_i(64'h1111_1111_1111_1111),
        .ev_raw_ch_i(64'hAAAA_BBBB_CCCC_DDDD),
        .ev_raw_pub_key_i(64'hEEEE_EEEE_EEEE_EEEE),
        .ev_raw_prv_key_i(64'hFFFF_FFFF_FFFF_FFFF),
        .usp_id_j_in(USP_ID_J),
        .ev_psidev_out(ev_psidev_reg),
        .ev_rs_out(ev_rs_reg),
        .ev_pub_key_out(ev_pub_key_reg),
        .ev_prv_key_out(ev_prv_key_reg),
        .registration_complete(ev_registration_complete),
        .registration_failed(ev_registration_failed)
    );
    CS_USP_Registration cs_usp_reg_inst (
        .clk(clk),
        .rst(rst),
        .start_registration(start_registration_cs),
        .cs_raw_id_k(64'h2222_2222_2222_2222),
        .cs_raw_pub_key_k(64'h1234_5678_9ABC_DEF0),
        .cs_raw_prv_key_k(64'h0FED_CBA9_8765_4321),
        .usp_id_j_in(USP_ID_J),
        .cs_id_out(cs_id_reg),
        .cs_pub_key_out(cs_pub_key_reg),
        .cs_prv_key_out(cs_prv_key_reg),
        .registration_complete(cs_registration_complete),
        .registration_failed(cs_registration_failed)
    );
    EV_Authentication_Module ev_auth_inst (
        .clk(clk),
        .rst(rst),
        .start_auth(start_authentication),
        .EV_PS_ID_SELF(ev_psidev_reg),
        .EV_PUB_KEY_SELF(ev_pub_key_reg),
        .EV_PRV_KEY_SELF(ev_prv_key_reg),
        .CS_PUB_KEY_KNOWN(cs_pub_key_reg),
        .CS_ID_KNOWN(cs_id_reg),
        .ev_rx_msg(cs_to_ev_msg_pipe),
        .ev_rx_valid(cs_to_ev_valid_pipe),
        .ev_tx_msg(ev_to_cs_msg),
        .ev_tx_valid(ev_to_cs_valid),
        .ev_auth_ok(ev_auth_status),
        .cs_auth_ok(cs_auth_status),
        .cs_mutual_auth_complete_in(cs_mutual_complete),
        .mutual_auth_complete(ev_mutual_complete)
    );
    CS_Authentication_Module cs_auth_inst (
        .clk(clk),
        .rst(rst),
        .start_auth(start_authentication),
        .CS_ID_SELF(cs_id_reg),
        .CS_PUB_KEY_SELF(cs_pub_key_reg),
        .CS_PRV_KEY_SELF(cs_prv_key_reg),
        .EV_PUB_KEY_KNOWN(ev_pub_key_reg),
        .EV_PS_ID_KNOWN(ev_psidev_reg),
        .cs_rx_msg(ev_to_cs_msg_pipe),
        .cs_rx_valid(ev_to_cs_valid_pipe),
        .cs_tx_msg(cs_to_ev_msg),
        .cs_tx_valid(cs_to_ev_valid),
        .cs_auth_ok(cs_auth_status),
        .ev_auth_ok(ev_auth_status),
        .mutual_auth_complete(cs_mutual_complete)
    );
    assign ev_reg_status = ev_registration_complete;
    assign cs_reg_status = cs_registration_complete;
    assign mutual_auth_status = ev_mutual_complete && cs_mutual_complete;
    assign auth_process_active = auth_in_progress;
endmodule
module EV_USP_Registration (
    input  wire       clk,
    input  wire       rst,
    input  wire       start_registration,
    input  [63:0]     ev_raw_id_i,
    input  [63:0]     ev_raw_ch_i,
    input  [63:0]     ev_raw_pub_key_i,
    input  [63:0]     ev_raw_prv_key_i,
    input  [63:0]     usp_id_j_in,
    output reg [63:0] ev_psidev_out,
    output reg [63:0] ev_rs_out,
    output reg [63:0] ev_pub_key_out,
    output reg [63:0] ev_prv_key_out,
    output reg        registration_complete,
    output reg        registration_failed
);
    localparam [2:0] IDLE           = 3'b000;
    localparam [2:0] GENERATE_PSID  = 3'b001;
    localparam [2:0] GENERATE_RS    = 3'b010;
    localparam [2:0] KEY_GENERATION = 3'b011;
    localparam [2:0] COMPLETE       = 3'b100;
    localparam [2:0] FAILED         = 3'b101;
    reg [2:0] current_state;
    wire keygen_failed = 1'b0;  
    always @(posedge clk or posedge rst) begin
        if (rst) begin
            current_state <= IDLE;
            ev_psidev_out <= 0;
            ev_rs_out <= 0;
            ev_pub_key_out <= 0;
            ev_prv_key_out <= 0;
            registration_complete <= 0;
            registration_failed <= 0;
        end else begin
            case (current_state)
                IDLE: begin
                    registration_complete <= 0;  
                    registration_failed <= 0;
                    if (start_registration) begin
                        current_state <= GENERATE_PSID;
                    end
                end
                GENERATE_PSID: begin
                    ev_psidev_out <= ev_raw_id_i ^ usp_id_j_in;
                    current_state <= GENERATE_RS;
                end
                GENERATE_RS: begin
                    ev_rs_out <= ev_raw_ch_i ^ ev_psidev_out;
                    current_state <= KEY_GENERATION;
                end
                KEY_GENERATION: begin
                    ev_pub_key_out <= ev_raw_pub_key_i;
                    ev_prv_key_out <= ev_raw_prv_key_i;
                    if (keygen_failed) begin
                        current_state <= FAILED;
                    end else begin
                        current_state <= COMPLETE;
                    end
                end
                COMPLETE: begin
                    registration_complete <= 1'b1;
                end
                FAILED: begin
                    registration_failed <= 1'b1;
                end
                default:
                    current_state <= IDLE;
            endcase
        end
    end
endmodule
module CS_USP_Registration (
    input  wire       clk,
    input  wire       rst,
    input  wire       start_registration,
    input  [63:0]     cs_raw_id_k,
    input  [63:0]     cs_raw_pub_key_k,
    input  [63:0]     cs_raw_prv_key_k,
    input  [63:0]     usp_id_j_in,
    output reg [63:0] cs_id_out,
    output reg [63:0] cs_pub_key_out,
    output reg [63:0] cs_prv_key_out,
    output reg        registration_complete,
    output reg        registration_failed
);
    localparam [2:0] IDLE           = 3'b000;
    localparam [2:0] GENERATE_ID    = 3'b001;
    localparam [2:0] KEY_GENERATION = 3'b010;
    localparam [2:0] COMPLETE       = 3'b011;
    localparam [2:0] FAILED         = 3'b100;
    reg [2:0] current_state;
    wire keygen_failed = 1'b0;  
    always @(posedge clk or posedge rst) begin
        if (rst) begin
            current_state <= IDLE;
            cs_id_out <= 0;
            cs_pub_key_out <= 0;
            cs_prv_key_out <= 0;
            registration_complete <= 0;
            registration_failed <= 0;
        end else begin
            case (current_state)
                IDLE: begin
                    registration_complete <= 0;  
                    registration_failed <= 0;
                    if (start_registration) begin
                        current_state <= GENERATE_ID;
                    end
                end
                GENERATE_ID: begin
                    cs_id_out <= cs_raw_id_k ^ usp_id_j_in;
                    current_state <= KEY_GENERATION;
                end
                KEY_GENERATION: begin
                    cs_pub_key_out <= cs_raw_pub_key_k;
                    cs_prv_key_out <= cs_raw_prv_key_k;
                    if (keygen_failed) begin
                        current_state <= FAILED;
                    end else begin
                        current_state <= COMPLETE;
                    end
                end
                COMPLETE: begin
                    registration_complete <= 1'b1;
                end
                FAILED: begin
                    registration_failed <= 1'b1;
                end
                default:
                    current_state <= IDLE;
            endcase
        end
    end
endmodule
module EV_Authentication_Module #(
    parameter TIMEOUT_CYCLES = 24'd25_000_000
) (
    input  wire       clk,
    input  wire       rst,
    input  wire       start_auth,
    input  [63:0]     EV_PS_ID_SELF,
    input  [63:0]     EV_PUB_KEY_SELF,
    input  [63:0]     EV_PRV_KEY_SELF,
    input  [63:0]     CS_PUB_KEY_KNOWN,
    input  [63:0]     CS_ID_KNOWN,
    input  [447:0]    ev_rx_msg,
    input  wire       ev_rx_valid,
    output reg [447:0]ev_tx_msg,
    output reg        ev_tx_valid,
    output reg        ev_auth_ok,
    input  wire       cs_auth_ok,
    input  wire       cs_mutual_auth_complete_in,
    output reg        mutual_auth_complete
);
    localparam [2:0] IDLE                       = 3'b000;
    localparam [2:0] INITIATE_AUTH              = 3'b001;
    localparam [2:0] WAIT_FOR_CS_RESPONSE       = 3'b010;
    localparam [2:0] VERIFY_CS                  = 3'b011;
    localparam [2:0] AWAIT_MUTUAL_CONFIRMATION  = 3'b100;
    localparam [2:0] MUTUAL_AUTH_SUCCESS        = 3'b101;
    localparam [2:0] AUTH_FAILED                = 3'b110;
    reg [2:0]  current_state, next_state;
    reg [23:0] timeout_counter;
    wire verification_passed = (ev_rx_msg[447:384] == CS_ID_KNOWN) && (ev_rx_msg[383:320] == CS_PUB_KEY_KNOWN);
    always @(posedge clk or posedge rst) begin
        if (rst) begin
            current_state <= IDLE;
            timeout_counter <= 0;
            ev_tx_valid <= 0;
            ev_tx_msg <= 0;
            ev_auth_ok <= 0;
            mutual_auth_complete <= 0;
        end else begin
            current_state <= next_state;
            if (next_state != current_state) begin  
                timeout_counter <= 0;
            end else if (current_state == WAIT_FOR_CS_RESPONSE || current_state == AWAIT_MUTUAL_CONFIRMATION) begin
                timeout_counter <= timeout_counter + 1;
            end
        end
    end
    always @(*) begin
        next_state = current_state;
        ev_tx_valid = 1'b0;
        ev_tx_msg = 448'b0;
        ev_auth_ok = 1'b0;
        mutual_auth_complete = 1'b0;
        case (current_state)
            IDLE:
                if (start_auth) begin
                    next_state = INITIATE_AUTH;
                end
            INITIATE_AUTH: begin
                ev_tx_valid = 1'b1;
                ev_tx_msg = {EV_PS_ID_SELF, EV_PUB_KEY_SELF, 320'd0};
                next_state = WAIT_FOR_CS_RESPONSE;
            end
            WAIT_FOR_CS_RESPONSE:
                if (ev_rx_valid) begin
                    next_state = VERIFY_CS;
                end else if (timeout_counter >= TIMEOUT_CYCLES) begin
                    next_state = AUTH_FAILED;
                end
            VERIFY_CS:
                if (verification_passed) begin
                    ev_auth_ok = 1'b1;  
                    next_state = AWAIT_MUTUAL_CONFIRMATION;
                end else begin
                    next_state = AUTH_FAILED;
                end
            AWAIT_MUTUAL_CONFIRMATION: begin
                ev_auth_ok = 1'b1;  
                if (cs_auth_ok && cs_mutual_auth_complete_in) begin
                    next_state = MUTUAL_AUTH_SUCCESS;
                end else if (timeout_counter >= TIMEOUT_CYCLES) begin
                    next_state = AUTH_FAILED;
                end
            end
            MUTUAL_AUTH_SUCCESS: begin
                ev_auth_ok = 1'b1;
                mutual_auth_complete = 1'b1;
                next_state = IDLE;
            end
            AUTH_FAILED:
                next_state = IDLE;
            default:
                next_state = IDLE;
        endcase
    end
endmodule
module CS_Authentication_Module #(
    parameter TIMEOUT_CYCLES = 24'd25_000_000
) (
    input  wire       clk,
    input  wire       rst,
    input  wire       start_auth,
    input  [63:0]     CS_ID_SELF,
    input  [63:0]     CS_PUB_KEY_SELF,
    input  [63:0]     CS_PRV_KEY_SELF,
    input  [63:0]     EV_PUB_KEY_KNOWN,
    input  [63:0]     EV_PS_ID_KNOWN,
    input  [447:0]    cs_rx_msg,
    input  wire       cs_rx_valid,
    output reg [447:0]cs_tx_msg,
    output reg        cs_tx_valid,
    output reg        cs_auth_ok,
    input  wire       ev_auth_ok,
    output reg        mutual_auth_complete
);
    localparam [2:0] IDLE                       = 3'b000;
    localparam [2:0] WAIT_FOR_EV_REQUEST        = 3'b001;
    localparam [2:0] VERIFY_EV_AND_RESPOND      = 3'b010;
    localparam [2:0] AWAIT_MUTUAL_CONFIRMATION  = 3'b011;
    localparam [2:0] MUTUAL_AUTH_SUCCESS        = 3'b100;
    localparam [2:0] AUTH_FAILED                = 3'b101;
    reg [2:0]  current_state, next_state;
    reg [23:0] timeout_counter;
    wire verification_passed = (cs_rx_msg[447:384] == EV_PS_ID_KNOWN) && (cs_rx_msg[383:320] == EV_PUB_KEY_KNOWN);
    always @(posedge clk or posedge rst) begin
        if (rst) begin
            current_state <= IDLE;
            timeout_counter <= 0;
        end else begin
            current_state <= next_state;
            if (next_state != current_state) begin
                timeout_counter <= 0;
            end else if (current_state == WAIT_FOR_EV_REQUEST || current_state == AWAIT_MUTUAL_CONFIRMATION) begin
                timeout_counter <= timeout_counter + 1;
            end
        end
    end
    always @(*) begin
        next_state = current_state;
        cs_tx_valid = 1'b0;
        cs_tx_msg = 448'b0;
        cs_auth_ok = 1'b0;
        mutual_auth_complete = 1'b0;
        case (current_state)
            IDLE:
                if (start_auth) begin
                    next_state = WAIT_FOR_EV_REQUEST;
                end
            WAIT_FOR_EV_REQUEST:
                if (cs_rx_valid) begin
                    next_state = VERIFY_EV_AND_RESPOND;
                end else if (timeout_counter >= TIMEOUT_CYCLES) begin
                    next_state = AUTH_FAILED;
                end
            VERIFY_EV_AND_RESPOND:
                if (verification_passed) begin 
                    cs_tx_valid = 1'b1;
                    cs_tx_msg = {CS_ID_SELF, CS_PUB_KEY_SELF, 320'd0};
                    cs_auth_ok = 1'b1;  
                    next_state = AWAIT_MUTUAL_CONFIRMATION;
                end else begin
                    next_state = AUTH_FAILED;
                end
            AWAIT_MUTUAL_CONFIRMATION: begin
                cs_auth_ok = 1'b1;  
                if (ev_auth_ok) begin  
                    next_state = MUTUAL_AUTH_SUCCESS;
                end else if (timeout_counter >= TIMEOUT_CYCLES) begin
                    next_state = AUTH_FAILED;
                end
            end
            MUTUAL_AUTH_SUCCESS: begin
                cs_auth_ok = 1'b1;
                mutual_auth_complete = 1'b1;
                next_state = IDLE;
            end
            AUTH_FAILED:
                next_state = IDLE;
            default:
                next_state = IDLE;
        endcase
    end
endmodule

===== /design/flow/run.sh =====
#!/bin/bash
# OpenROAD 26Q1-2900-gdf79404cd8, Yosys 0.63+post, stock flow scripts
make -C /OpenROAD-flow-scripts/flow DESIGN_CONFIG=/design/flow/config.mk WORK_HOME=/design/flow/orfs finish

==> impl_metrics.toml <==
# implementation run metrics
[run_status]
status = "finished clean"

[placement]
place.port_buffers = 8
place_congestion = 0.7965
dpl_cell_area_sq_um = 3338
hpwl_microns = 3673

[yosys]
synth_flop_count = 65
yosys.stat.seqShare = 0.5342
yosysTopAreaCell = "dfrtp_1"
synth-warning-count = 590
top_cell_area_share = 0.4998
syn_inst = 312
avgSynthCellArea_sq_um = 9.789
synth_cell_types = 43
synth-edff-count = 0
synthTopCellsByArea = "dfrtp_1 (50%), xor2_1 (4.9%), nor2_1 (4.7%), nand2_1 (3.6%), dfstp_2 (3.4%)"
ys_cells = 312
ys_area_sq_um = 3054
ff_type = "dfrtp_1"
synthArstFlopShare = 1.000
syn-cell-area_sq_um = 3054

[grt]
grtUsageMet2 = 0.1754
grt_use_met1 = 0.1899
grt-ovfl-total = 0
use_met3 = 0.03377
grtUsageTotal = 0.1200
grt_start_max_net_pins = 35
top_usage_layer = "met1"
grt_pass1_wl_microns = 9735
grt_pass1_vias = 2094
antenna_found_initial = 0

[routing]
dr.pass1.iters = 4
via_per_inst = 4.789
wl_per_cell_microns = 11.54
drc = 0
ant_nets = 0
vias = 2246
antenna_cells = 0
drt_iter0_markers = 119
wirelength_microns = 5411

[setup_path]
path_class = "flop to flop"
worstPathMaxFanout = 7
rr_startpoint = "auth_timeout_counter[8]"
worstSetupStartpointType = "flop"
required_ps = 2960
startpoint = "auth_timeout_counter[8]"
cp.arrival_ps = 2550
cp-end-kind = "flop"

[die]
rows = 36
ios = 11
die_area_sq_um = 10590
fp_util = 0.3110
die_w_microns = 102.9
die_y_microns = 102.9
core_area_sq_um = 9819

[cts]
cts_setup_buffers = 0
cts-buffers-inserted = 9
cts.hold.buffers_added = 0
clkTransAtPathRegs_ps = 70
htree_num_levels = 3
cts.sinks = 65
cts-resized-gates = 0
cts-root-buf = "clkbuf_8"
cts_tree = "built"
insertion_delay_ps = 340
cts_max_path_buffers = 2

[pwr]
power_density_nw_per_um2 = 747.1
p_leak_nw = 1.573
vdd_drop_max_v = 0.0004276

[min_path]
hold_path_class = "flop to flop"
hold_path.startpoint = "cs_usp_reg_inst.current_state[2]"

[timing]
rsz0062_at_grt = "false"
final-hold-violation-count = 0
slew_viol_final = 0
fin_setup_tns_ps = 0
fmax_mhz = 437.5
setup_viol = 0
finalClockPeriodUsage = 0.8466
min_period_ps = 2286
tightest_slew_ps = 609.8
finClkSkew_ps = 13.96
slew_headroom = 0.5903

[final_layout]
layout_top_cell = "dfrtp_1"
area_growth_syn_to_layout_pct = 15.81
logic_area_sq_um = 1346
flop_area_sq_um = 1632
final_cell_mix = "dfrtp_1 (61), nor2_1 (38), nand2_1 (29)"
drive_gt1_frac = 0.09821
final_area_sq_um = 3537
fill_cells = 1017

[flow_run]
tool_warnings = 27
cap_violations = 0
==> power breakdown <==
part | switching, mW | total [mW] | internal [mW]
clock | 0.356 | 0.831 | 0.475
combinational | 0.300 | 0.530 | 0.231
sequential | 0.175 | 1.28 | 1.11
total | 0.831 | 2.64 | 1.81
==> synthesized netlist by cell type, drive strengths merged (4+ instances only) <==
master  instances
dfrtp          61
nor2           38
nand2          29
nand3          21
xor2           17
o21ai          15
a21oi          14
and3           12
nand4          10
inv             9
clkbuf          6
mux2i           6
nor2b           6
nand2b          5
o211ai          5
xnor2           5
and2            4
buf             4
dfstp           4
o31ai           4
or3             4
or4             4
==> worst max-delay path: stages (launching register included) <==
cell and delay, ps:
dfrtp_1 420, or4_1 520, o2111a_1 280, o21ai_0 510, and4_1 290, mux2i_1 190
==> cells by family after synthesis <==
| kind of cell | count (synthesis) | synth area share |
|---|---|---|
| mux | 6 | 0.01966 |
| buf+inv | 19 | 0.02621 |
| compound gates | 53 | 0.1114 |
| flops | 65 | 0.5342 |
| other cells | 1 | 0.001228 |
| fa+ha+maj | 3 | 0.01229 |
| simple gates | 143 | 0.2319 |
| xor+xnor | 22 | 0.06309 |
==> registers in the layout, summed over array words and instances, names as in the netlist <==
register and cells:
cs_auth_inst.current_state 3, cs_usp_reg_inst.registration_complete 1, cs_auth_inst.timeout_counter 24, cs_usp_reg_inst.current_state 4
ev_usp_reg_inst.current_state 5, ev_usp_reg_inst.registration_complete 1, ev_usp_reg_inst.ev_pub_key_out 1, auth_timeout_counter 24
ev_usp_reg_inst.ev_psidev_out 1, auth_in_progress 1
==> cell type report <==
class,count,area share
timing repair buffer,17,0.04528
clock inverter,3,0.01132
multi-input combinational,229,0.3806
inverter,9,0.009551
sequential,65,0.4613
tap,133,0.04705
clock buffer,13,0.04492
==> routing by layer <==
layer  wire, microns  part of all wire
met5               0                 0
met4              76             0.014
met2            2374              0.44
met3             270             0.050
met1            2689              0.50
==> per-stage QoR <==
stage | hold WS (ps) | instances | utilization | power [mW] | setup WS [ps]
floorplan | 331.2 | 313 | - | 1.663 | 540.2
global placement | 336.0 | 453 | 0.3400 | 1.820 | 476.6
detailed placement | 342.6 | 453 | 0.3400 | 1.836 | 456.0
CTS | 358.8 | 469 | 0.3602 | 2.678 | 432.0
global route | 361.7 | 469 | 0.3602 | 2.815 | 229.5
finish | 355.4 | 469 | 0.3602 | 2.643 | 414.2
==> final timing paths <==
path                                                    end  slack [ps]  depth (start not counted)
setup / recovery                    auth_timeout_counter[3]         410                          5
hold reg to reg            cs_usp_reg_inst.current_state[1]         360                          0
min in group asynchronous   cs_auth_inst.timeout_counter[4]         540                          2
max in group asynchronous          auth_timeout_counter[13]        1450                          4
setup reg to reg                    auth_timeout_counter[3]         410                          5
hold / removal             cs_usp_reg_inst.current_state[1]         360                          0
Power is estimated from default activity; no workload was simulated.
